==> design/flow/design.v <==
  module mac_unit #(
      parameter BITWIDTH = 8,
      parameter ACCUM_WIDTH = 32
  ) (
      input signed [BITWIDTH-1:0] a, b,
      input signed [ACCUM_WIDTH-1:0] accum_in,
      output signed [ACCUM_WIDTH-1:0] accum_out
  );
      wire signed [ACCUM_WIDTH-1:0] product = a * b;
      assign accum_out = accum_in + product;
  endmodule
module systolic_array #(
    parameter DATA_WIDTH = 8,
    parameter ARRAY_SIZE = 32,
    parameter ACCUM_WIDTH = 32
) (
    input clk,
    input rst,
    input enable,
    input signed [DATA_WIDTH-1:0] weights [0:ARRAY_SIZE-1][0:ARRAY_SIZE-1],
    input signed [DATA_WIDTH-1:0] activations [0:ARRAY_SIZE-1],
    output signed [ACCUM_WIDTH-1:0] partial_sums [0:ARRAY_SIZE-1]
);
    reg signed [DATA_WIDTH-1:0] act_reg [0:ARRAY_SIZE-1][0:ARRAY_SIZE-1];
    reg signed [ACCUM_WIDTH-1:0] psum_reg [0:ARRAY_SIZE-1][0:ARRAY_SIZE-1];
    genvar i, j;
    generate
        for (i = 0; i < ARRAY_SIZE; i = i + 1) begin : row
            for (j = 0; j < ARRAY_SIZE; j = j + 1) begin : col
                always @(posedge clk) begin
                    if (rst) begin
                        act_reg[i][j] <= 0;
                        psum_reg[i][j] <= 0;
                    end else if (enable) begin
                        if (j == 0)
                            act_reg[i][j] <= activations[i];
                        else
                            act_reg[i][j] <= act_reg[i][j-1];
                        if (i == 0)
                            psum_reg[i][j] <= weights[i][j] * act_reg[i][j];
                        else
                            psum_reg[i][j] <= psum_reg[i-1][j] + (weights[i][j] * act_reg[i][j]);
                    end
                end
            end
        end
    endgenerate
    assign partial_sums = psum_reg[ARRAY_SIZE-1];
endmodule  
==> design/flow/run.sh <==
#!/bin/bash
# OpenROAD 26Q1-2900-gdf79404cd8, Yosys 0.63+post, stock flow scripts
make -C /OpenROAD-flow-scripts/flow DESIGN_CONFIG=/design/flow/config.mk WORK_HOME=/design/flow/orfs finish
==> design/flow/config.mk <==
export PLATFORM = sky130hd
export DESIGN_NAME = mac_unit
export DESIGN_NICKNAME = mac_unit
export VERILOG_FILES = /design/flow/design.v
export SDC_FILE = /design/flow/constraint.sdc
export NUM_CORES = 4
export LEC_CHECK = 1
export CORE_UTILIZATION = 50
export SYNTH_HDL_FRONTEND = slang
==> design/flow/constraint.sdc <==
current_design mac_unit

set clk_period 29.7
set clk_io_pct 0.2

create_clock -name clk0 -period $clk_period

set non_clock_inputs [all_inputs -no_clocks]
set_input_delay [expr $clk_period * $clk_io_pct] -clock clk0 $non_clock_inputs
set_output_delay [expr $clk_period * $clk_io_pct] -clock clk0 [all_outputs]
==> reports/notes.md <==
### Run status
- outcome: finished clean

### Timing
- setup repair after global routing missed its margin: no
- Rel. slew slack: 51.0%
- highest achievable clock rate: 0.0551 GHz
- Final Hold Fails: 0
- minimum clock period after layout: 18150 ps
- fin crit share: 61.1%
- Max Transition Viols Final: 0
- final setup fails: 0
- worst-margin pin slew: 734 ps
- final total negative setup slack: 0 ps

### Setup path
- Critical Path Most Common Cell: fa_1
- kind of start point of the critical path: input pin
- delay of the slowest cell on the worst path: 630 ps
- ordered cell list for the critical path: clkdlybuf4s50_1, and2_2, buf_4, inv_1, fa_1, inv_1, fa_1, fa_1, fa_1, fa_1, ha_1, o211ai_1, a21oi_2, o2111ai_2, a41oi_2, a2111oi_2, nor2_1, xor2_1, clkdlybuf4s50_1
- required time of the critical path: 23760 ps
- standard cell with the maximum stage delay on the critical path: clkdlybuf4s50_1
- Arrival @ worst endpoint: 12210 ps
- number of buffer and inverter instances along the worst setup path: 5
- critical path class: input pin to output pin
- kind of end point of the critical path: output pin
- peak fanout along the critical path: 25
- critical path's top delay family: adder cells

### Floorplanning
- chip area: 11400 sq um
- number of core rows: 37
- count of boundary I/O pins: 80
- Initial Utilization: 52.3%
- Horiz. Die Dim: 107 um
- Vert. Die Dim: 107 um
- area inside the core boundary: 10500 sq um

### Job
- Max Cap Viol: 0
- Log Warnings: 35

### Global route
- Overall Global Routing Usage: 22.7%
- pin count of the biggest net entering global routing: 26
- total congestion overflow after global routing: 0
- number of antenna violations at the first check in global routing: 0
- first-pass GRT wire length: 19.2 mm
- vias in the first global route: 4265

### Layout
- count of clock-net buffers in the final layout: 0
- sequential cell area: 0 sq um
- summed area of non-filler cells in the final layout: 6450 sq um
- number of fillers in the final layout: 911
- relative area change from synthesis to final layout: 17.4%
- most frequent cells in the layout: fa_1 (136), inv_1 (99), clkdlybuf4s50_1 (80)
- number of standard cells in the layout, taps in and fillers out: 766
- layout cell share with drive strength beyond 1: 2.86%
- FFs & Latches: 0
- most common cell after layout, fill and taps aside: fa_1

### Logic synthesis
- Netlist Area Pre-Place: 5490 sq um
- part of the Yosys area used for sequential elements: 0%
- number of synthesis warnings: 0
- cell count listed in synth_stat.txt: 555
- synthesized chip area reported by yosys: 5490 sq um
- mean post-synth cell area: 9.90 sq um
- cell count after synthesis: 555
- unique cell type count in the Yosys netlist: 46

### Placement
- placed cells: 766
- number of input and output port buffers inserted: 80
- sum of net half-perimeters after detailed placement: 10.3 mm
- area after detailed placement: 6450 sq um
- Placer Congestion: 0.926

### Drt
- mean number of vias per cell: 5.20
- n_diodes: 0
- Final ANT Viol Nets: 0
- total length of routed wires: 11.3 mm
- 1st-iter DRT viols: 114
- vias after detailed routing: 3984
- DRC: 0
- first-pass iteration count of the detailed router: 4
- WL/cell: 14.8 um

### Clocking
- Resized Gates After CTS: 0
- CTS hold repair buffers: 0
- setup bufs post-CTS: 0

### Worst hold path
- hold path startpoint: accum_in[0]
- Worst Hold Path Cells: 3
- class of the tightest hold or removal check: input pin to output pin
- Hold Path End: accum_out[0]

## kinds of logic (layout without fill, tap and decap cells)
| kind of cell | count (synthesis) | after routing | share of synthesized area [%] |
|---|---|---|---|
| buffers and inverters | 107 | 182 | 7.40 |
| AND-OR/OR-AND | 79 | 79 | 10.4 |
| adder cells (fa/ha/maj) | 206 | 206 | 65.5 |
| AND/OR/NAND/NOR | 130 | 130 | 11.4 |
| multiplexers | 2 | 2 | 0.364 |
| XOR/XNOR | 31 | 31 | 4.94 |
## stage by stage
step	utilization [%]	hold WS, ps	setup slack [ps]
after CTS	61.4	12920	11500
after detailed placement	61.4	12910	11540
after global routing	61.4	12960	11110
after floorplan	-	11960	12490
after global placement	61.4	12910	11560
final	61.4	12910	11550
## synth_stat cells (all sizes together) (2+ instances only)
| cell | count | area (sq um) |
|---|---|---|
| nand2b | 7 | 43.8 |
| xor2 | 13 | 114 |
| nor2b | 4 | 25.0 |
| buf | 4 | 20.0 |
| a31oi | 4 | 31.3 |
| inv | 99 | 372 |
| a21oi | 27 | 146 |
| nor3 | 8 | 40.0 |
| o211ai | 4 | 30.0 |
| and2 | 32 | 200 |
| o21ai | 15 | 93.9 |
| nor2 | 24 | 90.1 |
| o21a | 6 | 45.0 |
| fa | 136 | 2720 |
| mux2i | 2 | 20.0 |
| nand3 | 5 | 25.0 |
| ha | 70 | 876 |
| clkbuf | 3 | 11.3 |
| xnor2 | 18 | 158 |
| nand4 | 2 | 12.5 |
| o21bai | 2 | 18.8 |
| nand2 | 45 | 169 |
| o31ai | 2 | 20.0 |
| a21o | 8 | 60.1 |
## cell type report
class	count	area [sq um]	area share, %
Timing Repair Buffer	82	816	12.7
Multi-Input combinational cell	448	5090	78.9
Tap cell	136	170	2.64
Inverter	100	375	5.82
## layer usage
metal,GRT usage (%),up-vias,part of all wire (%)
met1,32.1,1957,41
met2,39.8,105,53
met4,1.66,0,0.84
met5,0,-,0
li1,-,1913,-
met3,4.40,9,5.7
## worst max path at each step
stage     startpoint             to  slack [ps]  depth (start not counted)
6_report        b[0]  accum_out[28]       11550                         19
4_1_cts         b[0]  accum_out[28]       11500                         19
5_1_grt         b[0]  accum_out[28]       11110                         19
## worst min-delay path, cell delays in order
cell and delay [ps]:
clkdlybuf4s50_1 460, ha_1 130, clkdlybuf4s50_1 450
